--- flow/run.sh ---
#!/bin/bash
# OpenROAD 26Q1-2900-gdf79404cd8, Yosys 0.63+post, stock flow scripts
make -C /OpenROAD-flow-scripts/flow DESIGN_CONFIG=/design/flow/config.mk WORK_HOME=/design/flow/orfs finish
--- flow/config.mk ---
export PLATFORM = sky130hd
export DESIGN_NAME = ARM_processor
export DESIGN_NICKNAME = ARM_processor
export VERILOG_FILES = /design/flow/design.v
export SDC_FILE = /design/flow/constraint.sdc
export NUM_CORES = 4
export LEC_CHECK = 1
export CORE_AREA = 10 10 102 102
export DIE_AREA = 0 0 112 112
--- flow/constraint.sdc ---
current_design ARM_processor

set clk_period 2.7
set clk_io_pct 0.2

create_clock -name clk0 -period $clk_period [get_ports {CLK50M}]

set non_clock_inputs [all_inputs -no_clocks]
set_input_delay [expr $clk_period * $clk_io_pct] -clock clk0 $non_clock_inputs
set_output_delay [expr $clk_period * $clk_io_pct] -clock clk0 [all_outputs]
--- flow/design.v ---
module ARM_processor (
    input logic CLKb, CLK50M, PKb,
    input logic [9:0] Data_in,
    output logic done,
	output logic [9:0] LED_B,
    output logic [6:0] HEX0,
    output logic [6:0] HEX1,
    output logic [6:0] HEX2,
    output logic [7:0] HEX5
);
	logic [9:0] data;
	always_comb
	begin
	if (C_Ext)
		data <= Data_in;
	else
		data = 10'bzzzzzzzzzz;
	end
	debouncer CLKclean (.A_noisy(CLKb), .CLK50M(CLK50M), .A(CLK_clean));  
	debouncer PKclean (.A_noisy(PKb), .CLK50M(CLK50M), .A(PK_clean));  
    logic [9:0] nextInst_out;
    logic INSTR;
    reg10 nextInst (.D(data), .EN(IRin), .CLKb(CLK_clean), .Q(nextInst_out));
    logic [2:0] count;
    counter timeStep (.CLR(done), .CLK(CLK_clean), .CNT(count));
    logic [9:0] C_IMM;
    logic [2:0] C_Rin;
	 logic C_Rout, C_ENW, C_ENR, C_Ain, C_Gin, C_Gout, C_Ext, C_IRin;
	 logic [2:0] ALUcont;
	 logic [2:0] RDA0;
    control_circuit borked (.INSTR(nextInst_out), .T(count), .IMM(data), .ALUcont(ALUcont), .Rin(C_Rin), .Rout(RDA0), .ENW(C_ENW), .ENR(C_ENR), .Ain(C_Ain), .Gin(C_Gin), .Gout(C_Gout), .Ext(C_Ext), .IRin(C_IRin), .done(done));
    logic [9:0] Q1_out;
    registerFile regBank (.D(data), .ENW(C_ENW), .ENR0(C_ENR), .CLKb(CLK_clean), .WRA(C_Rin), .RDA0(RDA0), .RDA1(Data_in[2:0]), .Q0(data), .Q1(Q1_out));
    logic [9:0] RES_out;
    msALU doMath (.OP(data), .ALUControl(ALUcont), .Ain(C_Ain), .Gin(C_Gin), .Gout(C_Gout), .CLKb(CLK_clean), .Q(data));
    display displayStuff (.BUS(data), .REG(Q1_out), .TIME(count), .PEEKb(PK_clean), .DONE(done), .LED_B(LED_B), .DHEX0(HEX0), .DHEX1(HEX1), .DHEX2(HEX2), .THEX(HEX5));
endmodule
module control_circuit (
input logic [9:0] INSTR,
input logic [1:0] T,
output tri [9:0] IMM,
output logic [2:0] ALUcont, Rin, Rout,
output logic ENW, ENR, Ain, Gin, Gout, Ext, IRin, done
);
logic F;
logic [2:0] FN, Xreg, Yreg;
assign F = INSTR[9];
assign FN = INSTR[2:0];
assign Yreg = INSTR[5:3];
assign Xreg = INSTR[8:6];
parameter 	
				LOAD = 3'b000,  
				COPY = 3'b001,  
				AND  = 3'b101,  
				OR   = 3'b110,  
				INV  = 3'b100,  
				SUB  = 3'b011,  
				XOR  = 3'b111,  
				ADD  = 3'b010;  
always @(T)
begin
	IMM = 10'bzzzzzzzzzz;
	Rin = 3'b000;
	Rout = 3'b000;
	ALUcont = 3'b000;
	ENW = 1'b0;
	ENR = 1'b0;
	Ain = 1'b0;
	Gin = 1'b0;
	Gout = 1'b0;
	Ext = 1'b0;
	IRin = 1'b0;
	done = 1'b0;
	case(T)
		2'b00:	 
				begin
				Ext = 1'b1;
				IRin = 1'b1;
				end
		2'b01:	 
			begin	
				if (F)  
				begin
					Rout = Xreg;  
					ENR = 1'b1;  
					Ain = 1'b1;  
				end
			else 
				case (FN)  
				LOAD	:  
					begin
						Ext = 1'b1;  
						Rin = Xreg;  
						ENW = 1'b1;  
						done = 1'b1;  
					end
				COPY	:  
					begin
						Rout = Yreg;  
						Rin = Xreg;  
						ENR = 1'b1;  
						ENW = 1'b1;  
						done = 1'b1;  
					end
				AND, OR, SUB, ADD, XOR	:  
					begin
						Rout = Xreg;  
						ENR = 1'b1;  
						Ain = 1'b1;  
					end
				INV :  
					begin
						Rout = Yreg;  
						ENR = 1'b1;  
						Gin = 1'b1;  
						ALUcont = INV;  
					end
			endcase
		end
		2'b10:  
			begin
				if (F)  
				begin
				Gin = 1'b1;  
				IMM = {4'd0, INSTR[5:0]};  
				ALUcont = ADD;  
			end
				else  
				case (FN)  
					AND :  
						begin
							Rout = Yreg;  
							ENR = 1'b1;  
							Gin = 1'b1;  
							ALUcont = AND;  
						end
					OR :  
						begin
							Rout = Yreg;  
							ENR = 1'b1;  
							Gin = 1'b1;  
							ALUcont = OR;  
						end
					SUB :  
						begin
							Rout = Yreg;  
							ENR = 1'b1;  
							Gin = 1'b1;  
							ALUcont = SUB;  
						end
					ADD :  
						begin
							Rout = Yreg;  
							ENR = 1'b1;  
							Gin = 1'b1;  
							ALUcont = ADD;  
						end
					XOR :  
						begin
							Rout = Yreg;  
							ENR = 1'b1;  
							Gin = 1'b1;  
							ALUcont = XOR;  
						end
					INV :  
						begin
							Rin = Xreg;  
							ENW = 1'b1;  
							Gout = 1'b1;   
							done = 1'b1;  
						end
				endcase
		end
		2'b11 :	 
			begin
				Gout = 1'b1;  
				Rin = Xreg;  
				ENW = 1'b1;  
				done = 1'b1;  
			end
		endcase
	end
endmodule
module counter (
    input logic CLR, CLK,
    output logic [1:0] CNT
);
always_ff @ (negedge CLK)
begin
	if (CLR)
		CNT <= 0;
	else
		CNT <= CNT + 1'b1;
	end
endmodule
module debouncer(
	input logic A_noisy,
	input logic CLK50M, 
	output logic A
);
	logic [15:0] COUNT;
	parameter [15:0] COMPARE = 50_000;  
	logic t_d, t_r, Anext;
	always_ff@(posedge CLK50M)
	begin
		if(t_r)
			COUNT <= 16'd0;
		else
			COUNT <= COUNT + 16'd1;
	end
	assign t_d = (COUNT >= COMPARE);
	assign Anext = (A_noisy & t_d) | (A & ~t_d);
	always_ff@(posedge CLK50M)
		A <= Anext;
	assign t_r = t_d | (~A & ~A_noisy) | (A & A_noisy);
endmodule
module decoder_3to8 (
	input logic [2:0] in,
	input EN,
	output logic [7:0] out
	);
always @( in or EN)
	begin
      if (EN) 
        begin
          out=8'd0;
          case (in)
              3'b000: out[0]=1'b1;
              3'b001: out[1]=1'b1;
              3'b010: out[2]=1'b1;
              3'b011: out[3]=1'b1;
              3'b100: out[4]=1'b1;
              3'b101: out[5]=1'b1;
              3'b110: out[6]=1'b1;
              3'b111: out[7]=1'b1;
              default: out=8'd0;
          endcase
      end
else 
out=8'd0;
end
endmodule
module display (
    input logic [9:0] BUS,          
    input logic [9:0] REG,           
    input logic [1:0] TIME,          
    input logic PEEKb, DONE,         
    output logic [9:0] LED_B,        
    output logic [6:0] DHEX0,       
    output logic [6:0] DHEX1,
    output logic [6:0] DHEX2,
    output logic [7:0] THEX        
);
logic [9:0] in;
assign LED_B = BUS;
always_comb
begin
    if (PEEKb)
			begin
			in <= BUS;
			end
    else
			begin
			in <= REG;
			end
end
        hex7decoder decodeDHEX0 (.in(in[3:0]), .num(DHEX0));
        hex7decoder decodeDHEX1 (.in(in[7:4]), .num(DHEX1));
        hex7decoder decodeDHEX2 (.in({2'b00, in[9:8]}), .num(DHEX2));
		  hex7decoder decodeTHEX (.in({2'b00, TIME[1:0]}), .num(THEX[6:0]));
		  assign THEX [7] = ~DONE;
endmodule
module hex7decoder(
    input logic [3:0] in,
    output logic [6:0] num
);
	always@(in) begin
		case (in)
			5'b0000: num<=15'b1000000;  
			5'b0001: num<=15'b1111001;  
			5'b0010: num<=15'b0100100;  
			5'b0011: num<=15'b0110000;  
			5'b0100: num<=15'b0011001;  
			5'b0101: num<=15'b0010010;  
			5'b0110: num<=15'b0000010;  
			5'b0111: num<=15'b1111000;  
			5'b1000: num<=15'b0000000;  
			5'b1001: num<=15'b0011000;  
			5'b1010: num<=15'b0001000;  
			5'b1011: num<=15'b0000011;  
			5'b1100: num<=15'b1000110;  
			5'b1101: num<=15'b0100001;  
			5'b1110: num<=15'b0000110;  
			5'b1111: num<=15'b0001110;  
		endcase
	end
endmodule
module msALU (
	input logic [9:0] OP,
	input logic [2:0] ALUControl,
	input logic Ain, Gin, Gout, CLKb,
	output logic [9:0] Q
	);
	logic [9:0] A;
	logic [9:0] Result;
	logic [9:0] G;
	reg10 regOne (.D(OP), .EN(Ain), .CLKb(CLKb), .Q(A));
	parameter	ADD = 3'b000,
					SUB = 3'b001,
					INV = 3'b010,
					AND = 3'b011,
					OR = 3'b100,
					XOR = 3'b101;
	always_comb
	begin
		Result = 10'b0;
		case(ALUControl)
			ADD : Result = A + OP;
			SUB: Result = A - OP;
			INV: Result = 10'b00_0000_0000 - OP;
			AND: Result = A & OP;
			OR: Result = A | OP;
			XOR: Result = A ^ OP;
			endcase
	end
	reg10 regTwo (.D(Result), .EN(Gin), .CLKb(CLKb), .Q(G));
	always_comb
    begin  
        if(Gout)  
            Q = G;  
        else
            Q = 10'bz;  
    end
endmodule
module reg10 (
    input logic [9:0] D,
    input logic EN, CLKb,
    output logic [9:0] Q
);
	always_ff@(negedge CLKb)
	begin
		if(EN)
			Q <= D;
		else
			Q <= Q;
	end
endmodule
module registerFile (
    input logic [9:0] D,
    input logic ENW, ENR0, CLKb,
    input logic [2:0] WRA, RDA0, RDA1,
    output logic [9:0] Q0, Q1
);
logic ENR1;
assign ENR1 = 1'b1;
logic [7:0] Rin, Rout0, Rout1;
decoder_3to8 write_decoder (.in(WRA), .EN(ENW), .out(Rin));
decoder_3to8 read0_decoder (.in(RDA0), .EN(ENR0), .out(Rout0));
decoder_3to8 read1_decoder (.in(RDA1), .EN(ENR1), .out(Rout1));
trireg10 R0 (.D(D), .CLKb(CLKb), .Rin(Rin[0]), .Rout0(Rout0[0]), .Rout1(Rout1[0]), .Q0(Q0), .Q1(Q1));
trireg10 R1 (.D(D), .CLKb(CLKb), .Rin(Rin[1]), .Rout0(Rout0[1]), .Rout1(Rout1[1]), .Q0(Q0), .Q1(Q1));
trireg10 R2 (.D(D), .CLKb(CLKb), .Rin(Rin[2]), .Rout0(Rout0[2]), .Rout1(Rout1[2]), .Q0(Q0), .Q1(Q1));
trireg10 R3 (.D(D), .CLKb(CLKb), .Rin(Rin[3]), .Rout0(Rout0[3]), .Rout1(Rout1[3]), .Q0(Q0), .Q1(Q1));
trireg10 R4 (.D(D), .CLKb(CLKb), .Rin(Rin[4]), .Rout0(Rout0[4]), .Rout1(Rout1[4]), .Q0(Q0), .Q1(Q1));
trireg10 R5 (.D(D), .CLKb(CLKb), .Rin(Rin[5]), .Rout0(Rout0[5]), .Rout1(Rout1[5]), .Q0(Q0), .Q1(Q1));
trireg10 R6 (.D(D), .CLKb(CLKb), .Rin(Rin[6]), .Rout0(Rout0[6]), .Rout1(Rout1[6]), .Q0(Q0), .Q1(Q1));
trireg10 R7 (.D(D), .CLKb(CLKb), .Rin(Rin[7]), .Rout0(Rout0[7]), .Rout1(Rout1[7]), .Q0(Q0), .Q1(Q1));
endmodule
module trireg10 (
	input logic [9:0] D,
	input logic CLKb, Rin, Rout0, Rout1,
	output tri [9:0] Q0,
	output tri [9:0] Q1
	);
	logic [9:0] _Q;
	reg10 register (.D(D), .CLKb(CLKb), .EN(Rin), .Q(_Q));
	always
	begin
		begin
		if (Rout0)
			Q0 = _Q;
		else
			Q0 = 10'bzz_zzzz_zzzz;
		end
		begin
		if (Rout1)
			Q1 = _Q;
		else
			Q1 = 10'bzz_zzzz_zzzz;
		end
	end
	endmodule
==> results.py <==
# Flow results
metrics = {
    "status": {
        "status": "did not finish",
        "tool.error": "ERROR: Found 10 problems in 'check -assert'.",
        "failing_step": "synthesis",
    },
    "synth": {
        "edf_count": 1,
        "synthAoiAreaFrac_pct": 2.031,
        "yosysTopAreaCell": "dfxtp_1",
        "yosysUniqueCellTypes": 22,
        "synth_seq_share_pct": 37.91,
        "synth_top_area_share_pct": 35.59,
        "ff_type": "dfxtp_1",
        "topCellsByArea": "dfxtp_1 (36%), buf_4 (25%), xnor2_1 (7.4%)",
        "ys_area_um2": 1294,
        "ys_sh_xor_pct": 9.478,
        "synthArstFlopShare_pct": 0,
        "ys_ff": 24,
        "ys_sh_simple_pct": 18.09,
        "fa_ha_area_share_pct": 2.901,
        "muxShareOfSynthArea_pct": 0,
        "ys_cells": 145,
        "synth_warnings": 27,
        "synthTopLogicFamily": "buffers and inverters",
    },
}
## logic make-up after synthesis
family | after synthesis
buffers and inverters | 53
AND/OR/NAND/NOR | 45
flip-flops | 24
XOR/XNOR | 14
AND-OR/OR-AND | 4
adder cells (fa/ha/maj) | 3
other | 2
## cell usage after synthesis (2+ instances only)
cell / n
conb_1: 2
buf_6: 2
nor4_2: 2
nor2_1: 20
xor2_1: 3
inv_1: 8
nand3_1: 5
xnor2_1: 11
dfxtp_1: 23
nor3_1: 5
nand2_1: 5
a31oi_1: 2
buf_4: 43
nor2_2: 3
nor4_1: 2
ha_1: 3
